==> ./config.mk <==
export PLATFORM = sky130hd
export DESIGN_NAME = longdivider
export DESIGN_NICKNAME = longdivider
export VERILOG_FILES = /design/flow/design.v
export SDC_FILE = /design/flow/constraint.sdc
export NUM_CORES = 4
export LEC_CHECK = 1
export CORE_UTILIZATION = 30
==> ./constraint.sdc <==
current_design longdivider

set clk_period 7.4
set clk_io_pct 0.2

create_clock -name clk0 -period $clk_period [get_ports {Clock}]

set non_clock_inputs [all_inputs -no_clocks]
set_input_delay [expr $clk_period * $clk_io_pct] -clock clk0 $non_clock_inputs
set_output_delay [expr $clk_period * $clk_io_pct] -clock clk0 [all_outputs]
==> ./design.v <==
module longdivider(Clock, Resetn, s, LA, EB, DataA, DataB, R, Q, Done);
	parameter n = 8, logn = 3;
	input Clock, Resetn, s, LA, EB;
	input [n-1:0] DataA, DataB;   
	output [n-1:0] Q, R;          
	output reg Done;              
	wire Cout, z, R0;
	wire [n-1:0] DataR;
	wire [n:0] Sum;
	reg [1:0] y, Y;
	wire [n-1:0] A, B;
	wire [logn-1:0] Count;
	reg EA, Rsel, LR, ER, LC, EC, EQ;
	integer k;
	parameter S1 = 2'b00, S2 = 2'b01, S3 = 2'b10, S4 = 2'b11;
	always @(s, y, z)
	begin: State_table
		case (y)
			S1: if (s==0) Y = S1;
			    else Y = S2;
			S2: Y = S3;   
			S3: if (z==0) Y = S2;
			    else Y = S4;
			S4: if (s==0) Y = S1;
			    else Y = S4;
			default: Y = 2'bxx;
		endcase
	end
	always @(posedge Clock, negedge Resetn)
	begin: State_flipflops
		if (Resetn == 0)
			y <= S1;
		else
			y <= Y;
	end
	always @(y, s, Cout, z)
	begin: FSM_outputs
		Rsel = 0; LR = 0; LC = 0;
		ER = 0; EA = 0;
		EQ = 0; EC = 0;
		Done = 0;
		case (y)
			S1: begin
				Rsel = 0;
				LR = 1;
				LC = 1;
			    end
			S2: begin
				ER = 1;
				EA = 1;
			    end
			S3: begin
				EQ = 1;
				Rsel = 1;
				EC = 1;
				if (Cout == 1) LR = 1;
			    end
			S4: begin
				Done = 1;
			    end
		endcase
	end
	regne RegB (DataB, Clock, Resetn, EB, B);
		defparam RegB.n = n;
	shiftlne ShiftA(DataA, LA, EA, 1'b0, Clock, A);
		defparam ShiftA.n = n;
	shiftlne ShiftR (DataR, LR, ER, A[n-1], Clock, R);
		defparam ShiftR.n = n;
	assign Sum = {1'b0, R} + {1'b0, ~B} + 1;
	assign Cout = Sum[n];
	shiftlne ShiftQ(8'b0, 1'b0, EQ, Cout, Clock, Q);
		defparam ShiftQ.n = n;
	downcount Counter(3'b111, Clock, EC, LC, Count);
		defparam Counter.n = logn;
	assign z = (Count == 0);
	assign DataR = Rsel ? Sum[n-1:0] : 0;
endmodule
module regne(R, Clock, Resetn, E, Q);
	parameter n = 8;
	input [n-1:0] R;
	input Clock, Resetn, E;
	output reg [n-1:0] Q;
	always @(posedge Clock, negedge Resetn)
		if (Resetn == 0)
			Q <= 0;
		else if (E)
			Q <= R;
endmodule
module shiftlne(R, L, E, w, Clock, Q);
	parameter n = 8;
	input [n-1:0] R;
	input L, E, w, Clock;
	output reg [n-1:0] Q;
	integer k;
	always @(posedge Clock)
	begin
		if (L)
			Q <= R;
		else if (E)
		begin
			Q[0] <= w;
			for(k=1; k<n; k=k+1)
				Q[k] <= Q[k-1];
		end
	end
endmodule
module downcount(R, Clock, E, L, Q);
	parameter n = 3;
	input [n-1:0] R;
	input Clock, L, E;
	output reg [n-1:0] Q;
	always @(posedge Clock)
		if (L)
			Q <= R;
		else if (E)
			Q <= Q - 1;
endmodule
==> ./run.sh <==
#!/bin/bash
# OpenROAD 26Q1-2900-gdf79404cd8, Yosys 0.63+post, stock flow scripts
make -C /OpenROAD-flow-scripts/flow DESIGN_CONFIG=/design/flow/config.mk WORK_HOME=/design/flow/orfs finish
==> run summary <==
run results: Worst-Margin Slew=0.563 ns, clk root buf=clkbuf_8, postcts setup bufs=0, CP max FO=7, ANT cells=0, Clock Power Share=0.175, FF-to-FF setup slack=~4.7 ns, CP Cell Sequence=clkdlybuf4s50_1, Rows=29, TritonCTS Buffers=5, share of layout cells above drive strength 1=0.113, hold path cells=0, Top-area cell share=0.365, outcome=complete, no violations, post_cts resized=0, endpoint class of the critical path=output port, Pre-antenna DRT Iters=4, Logic cell area=812 um^2, synth unique cells=38, Synth async-reset ratio=0.308, Yosys chip area=1980 um^2, grt total ovfl=0, IO buf count=37, final tally of hold violations=0, FP Util=0.311, TritonCTS clock tree=built, WP buf/inv=1, P_sw=between 200 and 250 uW, DP HPWL=2730 um, Critical Path RT=5.92 ns, clk slew on worst S/H paths=approximately 0.07 ns, highest clock rate=0.368 GHz, Syn Std Cell Area=1980 um^2, vias in the first global route=1284, Leak=1.03 nW, RR Endpoint=ShiftR.Q[1]$_DFFE_PP_, Seq share, synth=0.547, r2r startpoint=ShiftR.Q[0]$_DFFE_PP_, vertical die size=between 80 and 90 um, period utilisation layout=0.367, number of cells in Yosys stat=172, Post-Syn Instances=about 170, clk latency late pin=0.29 ns, setup violators final=0, Max clock buf depth=2, initial drt markers=between 60 and 70, GP Congestion=0.782, tool warnings=27, Tot GR Track Use=0.118, Gate power share=0.405, placed cell area=2420 um^2, Crit path largest cell delay=0.50 ns, largest net degree at the start of global routing=16, wirelength, routed=3760 um, Core Area=6350 um^2, Area growth syn-to-layout=26.4%, average vias per placed instance=between 4 and 5, Setup CP Type=reg -> out, setup TNS=0 ns, startpoint types=flip-flop, # DRC=0, final worst path period need=2.72 ns, Flop pwr share=0.420, Top delay family on crit path=buffers and inverters, Top cells by area=edfxtp_1 (36%), dfrtp_1 (14%), mux2_2 (7.4%), ha_1 (7.0%), o21ai_0 (3.5%), cell area after layout=2500 um^2, top cells by count, synth=edfxtp_1 (24), inv_1 (15), nor2_1 (14), o21ai_0 (14), Worst R2R Path Depth=8, Int Pwr=550 uW, Reg area=about 1100 um^2, post-route ant nets=0, Pwr per Cell Area=315 nW/um^2, Synth Warn #=4, Hold EP=y[1]$_DFF_PN0_, chip area=6920 um^2, ys flop type=edfxtp_1, Layout Skew=0.00600 ns, syn avg cell area=11.5 um^2, CTS sink count=39, Post-CTS Hold Buffers=0, Die Wd=83.2 um, worst hold-check path type=reg -> reg, RSZ-0062 raised after global routing=no, number of synthesized flops with an enable pin=24, WL/cell=between 10 and 15 um, Critical Path AT=1.24 ns, Pins Over Slew Limit=0, hold_sp=y[2]$_DFF_PN0_, initial antenna violation count=0, maxcap violations=0, Boundary Pins=38, Slew HR=0.623, Vias=1358, Synth area leader=edfxtp_1, register bit total from synthesis=39, first-pass GRT wire length=6380 um, largest vdd supply drop=0.000127 V, most common cell in the synthesized netlist=edfxtp_1, fillers=approximately 600, H-Tree Level Count=2, switch share=0.302, CP max stage cell=clkdlybuf4s50_1
cell usage in the layout (no fill, tap or decap), drive strengths merged, types with 2 or more instances in the layout:
| master | n |
|---|---|
| clkdlybuf4s50 | 37 |
| edfxtp | 24 |
| inv | 15 |
| o21ai | 15 |
| mux2 | 15 |
| nor2 | 14 |
| nand2 | 13 |
| dfrtp | 11 |
| ha | 11 |
| clkbuf | 7 |
| a21oi | 6 |
| nor3 | 4 |
| or2 | 4 |
| dfxtp | 3 |
| mux2i | 3 |
| a31oi | 3 |
| nor2b | 2 |
| o21a | 2 |
| o31a | 2 |
| nand2b | 2 |
| or4 | 2 |
| nand3 | 2 |
| a211oi | 2 |
cell families after synthesis:
| kind of cell | Yosys count | share of synthesized area |
|---|---|---|
| muxes | 18 | 0.101 |
| adders and majority gates | 12 | 0.0797 |
| and+or+nand+nor | 47 | 0.115 |
| AOI/OAI and AO/OA | 35 | 0.111 |
| buffers and inverters | 20 | 0.0418 |
| DFF | 39 | 0.547 |
| xor gates and xnor gates | 1 | 0.00443 |
cell type report:
cell class / count / share of cell area
sequential: 39 / 0.433
multi-input combinational: 113 / 0.325
timing repair buffer: 37 / 0.148
tap: 77 / 0.0386
clock buffer: 7 / 0.0305
inverter: 15 / 0.0225
clock inverter: 1 / 0.00200
sequential cells by signal, indices dropped and copies added (netlist names):
register	cells
Counter.Q	3
RegB.Q	8
ShiftA.Q	8
ShiftQ.Q	8
ShiftR.Q	8
y	4
power by group through the flow:
stage | Combinational, mW | Sequential, mW | Clock, mW
CTS | 0.323 | 0.333 | 0.145
finish | 0.319 | 0.331 | 0.138
global route | 0.360 | 0.339 | 0.154
worst max path at each step:
stage	start	end	slack (ns)	depth (start not counted)
global route	ShiftR.Q[0]$_DFFE_PP_	ShiftR.Q[3]$_DFFE_PP_	4.54	8
finish	y[3]$_DFF_PN0_	Done	4.68	1
CTS	y[3]$_DFF_PN0_	Done	4.66	1
through the flow:
| step | utilization | hold slack [ns] | instances | total power, mW | setup WS (ns) |
|---|---|---|---|---|---|
| after floorplan | - | 0.389 | 172 | 0.525 | 5.04 |
| after global placement | 0.381 | 0.406 | 281 | 0.657 | 4.59 |
| after detailed placement | 0.381 | 0.407 | 281 | 0.656 | 4.57 |
| after CTS | 0.393 | 0.426 | 289 | 0.800 | 4.66 |
| after global routing | 0.393 | 0.461 | 289 | 0.853 | 4.54 |
| final | 0.393 | 0.424 | 289 | 0.788 | 4.68 |
layer usage:
metal,global-route usage,part of all wire,up-vias
met5,0,0,-
met4,0.0125,0.012,0
met3,0.0262,0.051,6
met2,0.173,0.45,28
met1,0.197,0.49,631
li1,-,-,693
No activity file was given, so power comes from the tool's default toggle rates.
